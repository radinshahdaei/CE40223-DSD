## flow/design.v

```verilog
module adder32 (
    input wire [31:0] a,
    input wire [31:0] b,
    output wire [31:0] sum,
    output wire carry_out
);
    assign {carry_out, sum} = a + b;
endmodule
module comparator32 (
    input wire [31:0] a,
    input wire [31:0] b,
    output wire gt,
    output wire eq,
    output wire lt
);
    assign gt = (a > b);
    assign eq = (a == b);
    assign lt = (a < b);
endmodule
module dff (
    input wire clk,
    input wire reset,
    input wire d,
    output reg q
);
    always @(posedge clk or posedge reset) begin
        if (reset) begin
            q <= 1'b0;
        end else begin
            q <= d;
        end
    end
endmodule
module mux32 (
    input wire [31:0] in0,
    input wire [31:0] in1,
    input wire sel,
    output wire [31:0] out
);
    assign out = sel ? in1 : in0;
endmodule
module reg32 (
    input wire clk,
    input wire reset,
    input wire inc,
    input wire dec,
    input wire [31:0] d,
    output reg [31:0] q
);
    always @(posedge clk or posedge reset) begin
        if (reset) begin
            q <= 32'b0;
        end else begin
            if (inc) begin
                q <= q + 1;
            end else if (dec) begin
                q <= q - 1;
            end else begin
                q <= d;
            end
        end
    end
endmodule
module wide_or (
    input wire [31:0] in,
    output wire out
);
    assign out = |in;
endmodule
module control_unit(
    input clk,
    input start,
    input or_out,
    input cmp1_lt,
    input cmp2_gt,
    output reg in_r,
    output reg dec_r1,
    output reg reset_r3,
    output reg select_mux_r1,
    output reg select_mux_r2,
    output reg select_mux_r4
);
reg [1:0] p_state, n_state;
localparam [1:0] init = 2'b00, cmp = 2'b01, mul = 2'b10;
always @(p_state or start or or_out or cmp1_lt or cmp2_gt) begin: combi
    dec_r1 = 0;
    reset_r3 = 0;
    select_mux_r1 = 0;
    select_mux_r2 = 0;
    select_mux_r4 = 0;
    n_state = init;
    case (p_state)
        init: begin
            if (start) begin
                n_state = cmp;
                in_r = 1'b0;
                select_mux_r1 = 1'b0;
                select_mux_r2 = 1'b0;
                select_mux_r4 = 1'b0;
                reset_r3 = 1'b1;
            end else begin
                n_state = init;
            end
        end
        cmp: begin
            n_state = mul;
            if (!cmp1_lt) begin
                select_mux_r1 = 1;
                select_mux_r2 = 1;
            end
        end
        mul: begin
            if (or_out) begin
                n_state = mul;
                dec_r1 = 1;
            end else begin
                n_state = cmp;
                if (cmp2_gt) begin
                    select_mux_r4 = 0;
                end else begin
                    select_mux_r4 = 1;
                end
            end
        end
        default: n_state = init;
    endcase
end
always @(posedge clk) begin: sequential
    p_state <= n_state;
end
endmodule
module datapath(
    input clk,
    input start,
    input [31:0] A,
    input [31:0] B,
    input [31:0] C,
    output out_r,
    output [31:0] out
);
wire dec_r1, reset_r3;
wire [31:0] R1, R2, R3, R4;
wire [31:0] out_mux_r1, out_mux_r2, out_mux_r4, out_adder;
reg32 reg_r1 (clk, 1'b0, 1'b0, dec_r1, out_mux_r1, R1);
reg32 reg_r2 (clk, 1'b0, 1'b0, 1'b0, out_mux_r2, R2);
reg32 reg_r3 (clk, reset_r3, 1'b0, 1'b0, out_adder, R3);
reg32 reg_r4 (clk, 1'b0, 1'b0, 1'b0, out_mux_r4, R4);
dff R (clk, 1'b0, in_r, out_r);
mux32 mux_r1 (A, R2, select_mux_r1, out_mux_r1);
mux32 mux_r2 (B, R1, select_mux_r2, out_mux_r2);
mux32 mux_r4 (C, R3, select_mux_r4, out_mux_r4);
adder32 adder (R2, R3, out_adder, cout);
comparator32 cmp1 (R1, R2, cmp1_gt, cmp1_e1, cmp1_lt);
comparator32 cmp2 (R3, R4, cmp2_gt, cmp2_e1, cmp2_lt);
wide_or or1 (R1, or_out);
control_unit cu (clk, start, or_out, cmp1_lt, cmp2_gt, 
in_r, dec_r1, reset_r3, select_mux_r1, select_mux_r2, select_mux_r1);
assign out = R4;
endmodule
```

## flow/run.sh

```bash
#!/bin/bash
# OpenROAD 26Q1-2900-gdf79404cd8, Yosys 0.63+post, stock flow scripts
make -C /OpenROAD-flow-scripts/flow DESIGN_CONFIG=/design/flow/config.mk WORK_HOME=/design/flow/orfs finish
```

## flow/config.mk

```make
export PLATFORM = sky130hd
export DESIGN_NAME = datapath
export DESIGN_NICKNAME = datapath
export VERILOG_FILES = /design/flow/design.v
export SDC_FILE = /design/flow/constraint.sdc
export NUM_CORES = 4
export LEC_CHECK = 1
export CORE_AREA = 10 10 72 72
export DIE_AREA = 0 0 82 82
```

## flow/constraint.sdc

```tcl
current_design datapath

set clk_period 1.0
set clk_io_pct 0.2

create_clock -name clk0 -period $clk_period [get_ports {clk}]

set non_clock_inputs [all_inputs -no_clocks]
set_input_delay [expr $clk_period * $clk_io_pct] -clock clk0 $non_clock_inputs
set_output_delay [expr $clk_period * $clk_io_pct] -clock clk0 [all_outputs]
```

==> summary.txt <==
impl run done, here's what came out: clock root buffer=clkbuf_8, Top-Level Pins=between 100 and 150, number of max-capacitance violations reported=0, count of buffers added by post-CTS timing repair for setup=0, H-Tree Depth=2, worst IR drop on VDD=around 0.81 mV, Power, Total=around 2500 µW, total length of routed wires=~1900 µm, area of the die=between 6000 and 7000 µm², max FFs per register=32, number of placement rows=22, number of global-route vias before repair=about 530, Critical Path Max Stage Delay=slightly above 0.3 ns, height of the chip=between 80 and 90 µm, pre-CTS setup slack=around 0.023 ns, core area=between 3000 and 4000 µm², number of optimization iterations in the first detailed-route pass=2, sum of buffers and inverters on the critical path=1, synthesis area per yosys=around 650 µm², vias per cell=3.20, overall die width=between 80 and 90 µm, Hold Path Class=in -> reg, most frequent logic cells in the routed design=clkdlybuf4s50_1 (32), clkdlybuf4s15_1 (28), dfxtp_1 (28), largest registers=reg_r4.q x32, total of hold buffers inserted after clock tree synthesis=0, register with the most flip-flops=reg_r4.q, CP startpoint kind=flop, unrepaired setup endpoints after global routing=no, fraction of final layout cells sized beyond drive strength 1=between 10% and 20%, cell count after synthesis=34, max-slew violation count=0, final setup violation count=0, area overhead of the layout relative to synthesis=118%, cell chain of the critical path=clkdlybuf4s15_1, highest clock rate=about 1.0 GHz, Critical Path Sink Type=output pin, global-route usage over all layers=5.30%, global-route wire length before repair=around 2600 µm, Post-synth seq share=between 90% and 100%, final setup margin=roughly 0.038 ns, maximum fanout encountered on the critical timing path=1, Worst Path Required=0.80 ns, Post-Synthesis Cell Area=roughly 650 µm², remaining antenna violation count after routing=0, result of the run=finished, final reports clean, Num Clock Sinks=32, number of storage elements in the synthesis netlist=32, fraction of the core area occupied by cells at floorplan=17.7%, CTS tree=done, warnings from Yosys=17, kind of cell with the highest combined delay on the critical path=flip-flops, final worst-path cycle share=a little over nine tenths, power per cell area=between 1500 and 2000 nW/µm², TritonCTS Buffers=5, highest-delay cell along the critical path=dfxtp_1, most frequent logic cell in the layout=clkdlybuf4s50_1, Port-buffer cells=between 60 and 70, maximum clock path buffer count=2, sum of negative setup slack=0 ns, GRT Residual Overflow=0, antenna violations before repair=0, clock edge transition at the registers on the reported setup and hold paths=around 0.060 ns, total via count in the routed design=just under 500, number of remaining DRC errors=0, yosys cell count=34, pin count of the biggest net entering global routing=10, final core occ=around 39%, synthesized area per cell=19.2 µm², mean routed wirelength per cell=12.7 µm, Arr. time, crit path=around 0.76 ns, worst setup path category=reg -> out, final weighted congestion in routability-driven placement=between 0.7 and 0.8, count of endpoints failing hold in the final timing report=0, unique cell type count in the Yosys netlist=3, total antenna diodes in the routed design=0, leakage dissipation=roughly 0.00059 µW, number of warning messages in the logs=90, hold_sp=C[15], post-layout minimum cycle time=between 0.9 and 1 ns, number of DRC markers after the initial detailed-route iteration=9, crit path launch=reg_r4.q[11]$_DFF_P_
[logic make-up after synthesis]
family | Yosys count | synth area share, %
DFF | 32 | 98.3
buffers and inverters | 1 | 1.15
other | 1 | 0.575
[per-layer routing]
layer	GRT usage (%)	up-vias	wire length, µm	part of all wire, %
li1	-	238	-	-
met1	5.08	206	693	36
met2	8.15	42	857	44
met3	5.18	3	376	19
met4	1.02	0	14	0.72
met5	0	-	0	0
[Yosys cell counts]
library cell	count	share of area (%)
dfxtp_1	32	98
conb_1	1	0.58
buf_4	1	1.2
[report_power, final]
| group | total [µW] | internal [µW] | switching, µW |
|---|---|---|---|
| clock network | 968 | 560 | 408 |
| logic | 204 | 179 | 25.3 |
| registers | 1360 | 1350 | 15.3 |
[cell type report]
cell class                 instances  area (µm²)
multi-input combinational          1        3.75
sequential                        32         646
fill                             383        2270
tap                               48        60.1
timing repair buffer              64         621
clock buffer                       8        90.1
[timing repair]
item / CTS / global route
resized: 64 / 8
hold endpoints to repair: 0 / 0
setup endpoints to repair: 32 / 8
[metrics by stage]
step / hold slack, ns / instances / instance area (µm²)
2_1_floorplan: 0.228 / 34 / 652
6_report: 0.359 / 153 / 1420
3_3_place_gp: 0.651 / 145 / 1350
5_1_grt: 0.348 / 153 / 1420
3_5_place_dp: 0.652 / 145 / 1350
4_1_cts: 0.353 / 153 / 1440
[worst paths after layout]
path | slack, ns | cells past startpoint | to
worst min-delay path | 0.36 | 1 | reg_r4.q[15]$_DFF_P_
worst max-delay path | 0.04 | 1 | out[11]
Power figures rest on the tool's default switching activity, not on a simulated workload.
