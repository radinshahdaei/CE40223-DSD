[design.v]
module mem (
    input [8:0] addr_A,
    input [8:0] addr_B,
    input rd_en_A,
    input rd_en_B,
    input we_A,
    input we_B,
    input rst,
    input clk,
    inout [15:0] data_A,
    inout [15:0] data_B
);
    reg [15:0] mem [0:511];
    reg [15:0] read_data_A;
    reg [15:0] read_data_B;
    reg [15:0] write_data_A;
    reg [15:0] write_data_B;
    always @(posedge clk) begin
        if (rst) begin
            read_data_A <= 16'b0;
            read_data_B <= 16'b0;
        end
        else begin
            if (rd_en_A) begin
                read_data_A <= mem[addr_A];
            end
            if (rd_en_B) begin
                read_data_B <= mem[addr_B];
            end
            if (we_A && ~rd_en_A) begin
                mem[addr_A] <= data_A;
            end
            if (we_B && ~rd_en_B) begin
                mem[addr_B] <= data_B;
            end
        end
    end
    assign data_A = rd_en_A ? read_data_A : 16'bz;
    assign data_B = rd_en_B ? read_data_B : 16'bz;
endmodule
[config.mk]
export PLATFORM = sky130hd
export DESIGN_NAME = mem
export DESIGN_NICKNAME = mem
export VERILOG_FILES = /design/flow/design.v
export SDC_FILE = /design/flow/constraint.sdc
export NUM_CORES = 4
export LEC_CHECK = 1
export CORE_UTILIZATION = 50
export SYNTH_MEMORY_MAX_BITS = 65536
[constraint.sdc]
current_design mem

set clk_period 44.5
set clk_io_pct 0.2

create_clock -name clk0 -period $clk_period [get_ports {clk}]

set non_clock_inputs [all_inputs -no_clocks]
set_input_delay [expr $clk_period * $clk_io_pct] -clock clk0 $non_clock_inputs
set_output_delay [expr $clk_period * $clk_io_pct] -clock clk0 [all_outputs]
[run.sh]
#!/bin/bash
# OpenROAD 26Q1-2900-gdf79404cd8, Yosys 0.63+post, stock flow scripts
make -C /OpenROAD-flow-scripts/flow DESIGN_CONFIG=/design/flow/config.mk WORK_HOME=/design/flow/orfs finish
==> flow_summary.ini <==
; yosys + openroad results
[run_status]
outcome = stopped before the end
stop_stage = clock tree synthesis
tool.error = [error] [KeplerFormal.cpp:679] Workflow failed: Iso has multiple drivers: .data_A0, data_A[0]$_SDFFE_PP0P_.Q0

[synth]
synth_top_area_share = 0.507
synth-edff-count = 8192
syn_inst = 29300
synth_cell_type_count = 76
synth.avg_cell_area_um2 = 16.6
top_cells_by_area = edfxtp_1 51%, mux4_2 21%, mux2_2 19%, clkbuf_1 2.0%, mux2i_1 1.4%
ys.flop_type = edfxtp_1
yosys_cells = 29300
ys_chip_area_um2 = 485000
synth-seq-cells = 8224
yosysTopAreaCell = edfxtp_1
syn_area_um2 = 485000
ys_warn_count = 3
async_flop_share = 0
seq_area_frac_synth = 0.508

[floorplan]
num_rows = 361
io_pins = 56
die_y_um = 987
die-width_um = 987
fp_util = 0.502

[placement]
place_area_um2 = 509000
place_congestion = 1.09
place_hpwl_um = 1590000
place_inst = 40900
io_buffers = 23

[clock_network]
h-tree-depth = 6
root_buffer = clkbuf_16
cts.repair.resized = 0
ctsLongestPathBuffers = 5
post_cts_buffers = 0
clkSinkCount = 8224
postCtsHoldBufs = 0
cts_buffers = 946
## cell families after synthesis
family	synth area share
buf+inv	0.0361
compound gates	0.0228
mux	0.414
simple gates	0.0191
flops	0.508
## Yosys cell counts, types with 32 or more instances
library cell and n:
edfxtp_1 8192, nand2_1 1109, buf_1 147, nor3_1 79
clkbuf_1 2621, buf_4 330, buf_6 45, nand3_1 222
mux4_2 4507, nor4_1 37, mux2i_1 686, a221oi_1 35
mux2_2 8198, o22ai_1 332, buf_2 816, a22oi_1 286
nand4_1 78, a31oi_1 39, nor2_2 93, nor2_1 322
dfxtp_1 32, a32oi_1 266, o21ai_0 326, o32ai_1 38
a21oi_1 91
## metrics by stage
stage                     utilization  setup slack [ns]
after floorplan                     -             32.19
after global placement          0.526             26.90
after detailed placement        0.526             27.46
